**flow/config.mk**
```make
export PLATFORM = sky130hd
export DESIGN_NAME = imm_gen
export DESIGN_NICKNAME = imm_gen
export VERILOG_FILES = /design/flow/design.v
export SDC_FILE = /design/flow/constraint.sdc
export NUM_CORES = 4
export LEC_CHECK = 1
export CORE_AREA = 10 10 70 70
export DIE_AREA = 0 0 80 80
```
**flow/constraint.sdc**
```tcl
current_design imm_gen

set clk_period 1.5
set clk_io_pct 0.2

create_clock -name clk0 -period $clk_period

set non_clock_inputs [all_inputs -no_clocks]
set_input_delay [expr $clk_period * $clk_io_pct] -clock clk0 $non_clock_inputs
set_output_delay [expr $clk_period * $clk_io_pct] -clock clk0 [all_outputs]
```
**flow/design.v**
```verilog
module imm_gen #(
    parameter XLEN = 32
)(
    input  wire [15:0] imm16,
    input  wire [1:0]  ImmSrc,
    output reg  [XLEN-1:0] imm_out
);
    wire [XLEN-1:0] sign_ext = {{(XLEN-16){imm16[15]}}, imm16};
    wire [XLEN-1:0] zero_ext = {{(XLEN-16){1'b0}}, imm16};
    wire [XLEN-1:0] lui_val  = {imm16, 16'h0000};
    always @(*) begin
        case (ImmSrc)
            2'b00: imm_out = sign_ext;
            2'b01: imm_out = zero_ext;
            2'b10: imm_out = lui_val;
            default: imm_out = sign_ext;
        endcase
    end
endmodule
```
**flow/run.sh**
```bash
#!/bin/bash
# OpenROAD 26Q1-2900-gdf79404cd8, Yosys 0.63+post, stock flow scripts
make -C /OpenROAD-flow-scripts/flow DESIGN_CONFIG=/design/flow/config.mk WORK_HOME=/design/flow/orfs finish
```
==> out/results.ini <==
[setup_path]
cp.required_ps=1200
arrival_ps=1330
path_max_fanout=5
critPathSlowestCell=ha_4
cp_cell_sequence=buf_8 > inv_4 > ha_4 > and2b_2 > buf_6 > a21o_1 > buf_2
start_kind=input pin
crit_type=input pin to output pin
slowest_delay_ps=290
end_kind=output pin

[cells_and_area]
lay_top_count=buf_2
area_delta_synth_final_pct=200
design.seq.count=0
mostFrequentLayoutCells=buf_2, buf_6, clkdlybuf4s50_1
fin_cells=156
drive_gt1_share_pct=59.1
seqCellArea_um2=0
clkbuf_count=0

[routing]
ant_nets=0
wl_per_cell_um=13.0
wl_um=2030
dr_wl_met2_um=622
wl_met3_um=357
remaining_drc_errors=0
drtPass1Iterations=4
top_layer=met3
wl_met1_um=1050
via_per_inst=3.61
drt-initial-drc-count=4
num_vias=563
n_antenna_cell=0

[die]
die_area_um2=6400
fp-row-count=21
die_width_um=80
io_pins=50
fp.dieH_um=80
core-area_um2=3420
fp-utilization_pct=9.41

[placement]
io_buffer_count=50
dp.cells=141
gp_congestion=0.721
dp_hpwl_um=1480

[global_routing]
grt_pass1_wl_um=3050
overflow=0
grt_pass1_vias=617
track_usage_pct=5.89
grt_max_degree=7
antenna_found_initial=0

[synthesis]
synth_stat.cells=43
mappedNetlistArea_um2=322
syn_area_per_cell_um2=7.48
yosysUniqueCellTypes=12
yosysChipArea_um2=322
yosys_warnings=1
ys_seq_share_pct=0
synthCells=43

[final_timing]
period_needed_ps=1630
worstMarginPinSlew_ps=153
rsz0062_at_grt=yes
slew_headroom_pct=89.8
setup_viol=19
timing.final.ws_setup_ps=-131
report.final.hold_viol_count=0
slew_violations=0
setup_tns_ps=-1830
finalCritPeriodShare_pct=109
fmax_ghz=0.613

[job]
drv_cap=0
tool_warnings=35

[clock_network]
holdBufCountCts=0

[pwr]
p_total_uw=332
powerDensity_nw_per_um2=344
p_leak_nw=0.559
worst_ir_drop_vdd_mv=0.123

[status]
violations=negative setup slack
outcome=finished with violations

[hold_path]
min_path_type=input pin to output pin

## what timing repair did
| item | in CTS | in global routing |
|---|---|---|
| resized | 124 | 16 |
| gates cloned | 3 | 0 |
| pin swaps | 17 | 2 |
| setup endpoints to repair | 32 | 30 |
| buffers inserted | 10 | 3 |
## metal layers
| layer | vias to the layer above | GRT usage [%] |
|---|---|---|
| met2 | 45 | 7.62 |
| met1 | 241 | 8.31 |
| met3 | 0 | 3.86 |
| met4 | 0 | 0 |
| li1 | 277 | - |
| met5 | - | 0 |
## layout make-up
cell class / count / area (µm²)
Multi-Input combinational cell: 38 / 322
Inverter: 2 / 10.0
Fill cell: 387 / 2450
Timing Repair Buffer: 70 / 576
Tap cell: 46 / 57.6
## report_power, final
part	internal, mW	switching, mW	leakage (nW)
clock	0	0	0
sequential	0	0	0
combinational	0.227	0.105	0.559
total	0.227	0.105	0.559
## final timing paths
path / from / end / slack (ps) / cells after the start
hold / removal: ImmSrc[1] / imm_out[31] / 1120 / 4
setup / recovery: ImmSrc[0] / imm_out[30] / -130 / 7
## through the flow
stage / hold slack (ps) / util (%) / setup slack (ps) / instance area, µm²
after detailed placement: 1540 / 25.9 / -941 / 886
after floorplan: 661 / - / 39.6 / 322
after global placement: 1540 / 25.9 / -932 / 886
after CTS: 1120 / 29.0 / -135 / 990
final: 1120 / 28.2 / -131 / 965
after global routing: 1160 / 28.2 / -169 / 965
## Yosys cell counts
library cell  number  share of area [%]
and2_1             1                1.9
and2b_1            3                7.0
nor2_1             1                1.2
ha_1               2                7.8
buf_6              3                 11
buf_2              1                1.6
a21o_2             5                 14
a21o_1            10                 23
inv_1              2                2.3
o21a_1             1                2.3
nor2b_1           13                 25
and2b_4            1                3.1
## cell families (layout without fill, tap and decap cells)
| kind of cell | count (synthesis) | after routing | synth area share, % |
|---|---|---|---|
| AOI/OAI and AO/OA | 16 | 16 | 39.3 |
| buffers and inverters | 6 | 72 | 14.4 |
| and+or+nand+nor | 19 | 20 | 38.5 |
| adders and majority gates | 2 | 2 | 7.78 |
## critical path: cells and delay by family
family,cells,cell delay (ps)
and+or+nand+nor,1,260
buffers and inverters,4,340
AOI/OAI and AO/OA,1,150
adders and majority gates,1,290
Power is estimated from default activity; no workload was simulated.
