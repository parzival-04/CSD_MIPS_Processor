==> design.v <==
module register_file #(
    parameter REG_COUNT = 32,
    parameter REG_ADDR_WIDTH = 5,    
    parameter XLEN = 32
)(
    input  wire                     clk,
    input  wire                     reset,
    input  wire [REG_ADDR_WIDTH-1:0] rs_addr,
    input  wire [REG_ADDR_WIDTH-1:0] rt_addr,
    output wire [XLEN-1:0]           rs_data,
    output wire [XLEN-1:0]           rt_data,
    input  wire                      reg_write,
    input  wire [REG_ADDR_WIDTH-1:0] rd_addr,
    input  wire [XLEN-1:0]           rd_data
);
    reg [XLEN-1:0] regs [0:REG_COUNT-1];
    integer i;
    always @(posedge clk or posedge reset) begin
        if (reset) begin
            for (i = 0; i < REG_COUNT; i = i + 1) begin
                regs[i] <= {XLEN{1'b0}};
            end
        end else begin
            if (reg_write && (rd_addr != {REG_ADDR_WIDTH{1'b0}})) begin
                regs[rd_addr] <= rd_data;  
            end
        end
    end
    assign rs_data = (rs_addr == {REG_ADDR_WIDTH{1'b0}}) ? {XLEN{1'b0}} : regs[rs_addr];
    assign rt_data = (rt_addr == {REG_ADDR_WIDTH{1'b0}}) ? {XLEN{1'b0}} : regs[rt_addr];
endmodule
==> run.sh <==
#!/bin/bash
# OpenROAD 26Q1-2900-gdf79404cd8, Yosys 0.63+post, stock flow scripts
make -C /OpenROAD-flow-scripts/flow DESIGN_CONFIG=/design/flow/config.mk WORK_HOME=/design/flow/orfs finish
==> config.mk <==
export PLATFORM = sky130hd
export DESIGN_NAME = register_file
export DESIGN_NICKNAME = register_file
export VERILOG_FILES = /design/flow/design.v
export SDC_FILE = /design/flow/constraint.sdc
export NUM_CORES = 4
export LEC_CHECK = 1
export CORE_UTILIZATION = 30
==> constraint.sdc <==
current_design register_file

set clk_period 10.6
set clk_io_pct 0.2

create_clock -name clk0 -period $clk_period [get_ports {clk}]

set non_clock_inputs [all_inputs -no_clocks]
set_input_delay [expr $clk_period * $clk_io_pct] -clock clk0 $non_clock_inputs
set_output_delay [expr $clk_period * $clk_io_pct] -clock clk0 [all_outputs]
==> impl_metrics.env <==
# flow metrics
export IMPL_outcome="finished, final reports clean"
export IMPL_arrival_ns=6.75
export IMPL_finClkSkew_ns=0
export IMPL_critical_path_max_stage_delay_ns=1.03
export IMPL_fmax_ghz=0.113
export IMPL_die_area_um2=174000
export IMPL_clockBufferDepth=3
export IMPL_largest_area_cell="dfrtp_1"
export IMPL_cp_top_family="simple AND/OR/NAND/NOR gates"
export IMPL_logic_area_um2=25200
export IMPL_cp_depth=10
export IMPL_drive_gt1_frac=0.332
export IMPL_ant_nets=0
export IMPL_cts_tree="done"
export IMPL_crit_slowest_cell="nor3_2"
export IMPL_grt_setup_unrepaired="false"
export IMPL_top_area_frac=0.480
export IMPL_core_area_um2=170000
export IMPL_crit_chain="clkdlybuf4s50_1, buf_4, nor3_2, buf_4, and2_1, buf_12, a22oi_1, and3_1, a41oi_1, clkdlybuf4s50_1"
export IMPL_timing_final_ws_setup_ns=1.73
export IMPL_cts_root_buf="clkbuf_16"
export IMPL_syn_area_um2=51700
export IMPL_routed_wl_um=293000
export IMPL_grt_overflow=0
export IMPL_grt_pass1_wl_um=398000
export IMPL_flop_cell="dfrtp_1"
export IMPL_hold_path_class="reg2reg"
export IMPL_critical_path_max_fanout=20
export IMPL_crit_type="in2out"
export IMPL_fp_util=0.304
export IMPL_nFillCells=16700
export IMPL_cts_setup_buffers=0
export IMPL_portBuffers=113
export IMPL_hold_viol=0
export IMPL_placementRows=151
export IMPL_dr_first_iter_drc_count=6833
export IMPL_die_x_um=417
export IMPL_ys_types=73
export IMPL_synth_warnings=2
export IMPL_avgSynthCellArea_um2=11.1
export IMPL_grt_max_degree=109
export IMPL_end_kind="output port"
export IMPL_reg2reg_depth=1
export IMPL_setup_viol=0
export IMPL_syn_inst=4649
export IMPL_utilization=0.352
export IMPL_wl_per_cell_um=41.6
export IMPL_die_h_um=417
export IMPL_largest_reg_flops=992
export IMPL_async_flop_share=1.00
export IMPL_slew_viol_final=0
export IMPL_place_hpwl_um=180000
export IMPL_ir_drop_v=0.000139
export IMPL_reg_top3="regs: 992 flops"
export IMPL_p_per_area_nw_per_um2=183
export IMPL_required_ns=8.48
export IMPL_slew_headroom=0.188
export IMPL_first_pass_iters=10
export IMPL_track_usage=0.344
export IMPL_grt_pass1_vias=46600
export IMPL_htreeDepth=3
export IMPL_cp_start_kind="input pin"
export IMPL_syn_to_final_growth_pct=15.8
export IMPL_edf_count=0
export IMPL_via_per_inst=6.82
export IMPL_synth_flop_count=992
export IMPL_hold_path_depth=1
export IMPL_max_slew_worst_pin_slew_ns=1.21
export IMPL_topCellsByArea="dfrtp_1 48%, mux2_2 22%, nand3_1 5.8%"
export IMPL_postPlaceCellArea_um2=56200
export IMPL_seq_area_um2=24800
export IMPL_postCtsHoldBufs=0
export IMPL_drv_cap=0
export IMPL_place_congestion=1.08
export IMPL_ys_seq_share=0.480
export IMPL_antenna_found_initial=28
export IMPL_power_total_mw=10.9
export IMPL_period_used=0.837
export IMPL_path_clk_slew_ns=0.07
export IMPL_cts_resized=0
export IMPL_vias=48100
export IMPL_clk_latency_ns=0.78
export IMPL_p_leak_nw=25.4
export IMPL_layout_min_cycle_time_ns=8.87
export IMPL_dpl_worst_slack_ns=2.09
export IMPL_stdcell_area_um2=59900
export IMPL_ys_cells=4649
export IMPL_cts_made_buffers=106
export IMPL_warnings=38
export IMPL_regMostFlops="regs"
export IMPL_yosys_area_um2=51700
export IMPL_crit_buf_inv=5
export IMPL_clock_sinks=992
export IMPL_drc_errors=0
export IMPL_ios=114
[routing by layer]
| metal | vias up | wire (um) | GRT usage |
|---|---|---|---|
| li1 | 17900 | - | - |
| met1 | 24100 | 100000 | 0.408 |
| met2 | 4424 | 116000 | 0.453 |
| met3 | 1621 | 47300 | 0.210 |
| met4 | 30 | 29700 | 0.251 |
| met5 | - | 419 | 0.0100 |
[cell type report]
| class | count | share of cell area |
|---|---|---|
| multi-input combinational | 3133 | 0.421 |
| timing repair buffer | 386 | 0.0539 |
| clock buffer | 142 | 0.0496 |
| tap | 2295 | 0.0480 |
| clock inverter | 53 | 0.0107 |
| antenna | 31 | 0.00130 |
| inverter | 20 | 0.00132 |
| sequential | 992 | 0.415 |
[worst paths after layout]
path                        startpoint            to  slack (ns)
min in group asynchronous        reset  regs[23][10]        1.85
min reg2reg                regs[5][11]   regs[5][11]        0.52
max in group asynchronous        reset  regs[12][15]        6.09
min                        regs[5][11]   regs[5][11]        0.52
max                         rt_addr[2]   rt_data[31]        1.73
max reg2reg                regs[19][1]   regs[19][1]        9.69
[cell families (layout without fill, tap and decap cells)]
family | Yosys count | in the layout | share of synthesized area
mux | 1000 | 1000 | 0.218
buf+inv | 524 | 601 | 0.0418
simple gates | 1384 | 1384 | 0.150
other cells | 0 | 31 | 0
flops | 992 | 992 | 0.480
compound gates | 749 | 749 | 0.110
[metrics by stage]
step	cells	hold slack [ns]	setup TNS [ns]
floorplan	4649	0.476	-5144.84
global placement	6826	0.491	0
detailed placement	6826	0.497	0
CTS	7021	0.515	0
global route	7025	0.535	0
finish	7052	0.519	0
[power by group]
part | switching [mW] | total [mW] | internal (mW)
Sequential | 0.783 | 5.30 | 4.52
Clock | 1.74 | 3.95 | 2.22
Combinational | 0.862 | 1.68 | 0.814
Total | 3.38 | 10.9 | 7.55
[synthesized netlist by cell type (all sizes together) (3+ instances only)]
| cell type | number |
|---|---|
| a221o | 8 |
| and2 | 20 |
| dfrtp | 992 |
| and4 | 49 |
| a222oi | 33 |
| and3b | 9 |
| a211oi | 4 |
| o21ai | 18 |
| nor4bb | 9 |
| nor4 | 40 |
| a32oi | 7 |
| o211ai | 3 |
| nand2 | 86 |
| nor3 | 29 |
| nand4b | 4 |
| nor2b | 8 |
| nor2 | 74 |
| nand3b | 8 |
| o31a | 20 |
| o2111ai | 15 |
| nand3 | 598 |
| clkbuf | 293 |
| a2111oi | 71 |
| and4b | 3 |
| a31o | 6 |
| a31oi | 56 |
| a22o | 45 |
| a221oi | 9 |
| and3 | 232 |
| mux2i | 5 |
| buf | 211 |
| mux2 | 995 |
| a2bb2oi | 3 |
| a21oi | 77 |
| nand2b | 11 |
| nor3b | 10 |
| nand4 | 184 |
| a22oi | 356 |
| inv | 19 |
[cell usage in the layout (no fill, tap or decap), types with 9 or more instances in the layout]
master and count:
buf_4 269, bufinv_16 10, diode_2 31, nor2_1 24, nand2b_1 10, nand2_2 14
a21oi_1 77, nor2_2 30, o31a_1 20, a221oi_1 9, nor3_1 19, clkdlybuf4s50_1 106
clkbuf_1 18, mux2_2 993, a222oi_1 33, clkinv_2 23, nor4_1 38, o2111ai_1 15
clkinvlp_4 10, and4_1 49, clkbuf_8 18, nand3_1 596, a2111oi_0 67, and3_1 229
o21ai_0 18, a31oi_1 56, and2_1 16, inv_1 18, nor2_4 20, a22oi_1 356
a22o_1 45, dfrtp_1 992, nand2_1 72, clkbuf_16 106, nand4_1 184
